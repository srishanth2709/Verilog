--- flow/config.mk ---
export PLATFORM = sky130hd
export DESIGN_NAME = CLA
export DESIGN_NICKNAME = CLA
export VERILOG_FILES = /design/flow/design.v
export SDC_FILE = /design/flow/constraint.sdc
export NUM_CORES = 4
export LEC_CHECK = 1
export CORE_AREA = 10 10 70 70
export DIE_AREA = 0 0 80 80
--- flow/constraint.sdc ---
current_design CLA

set clk_period 3.0
set clk_io_pct 0.2

create_clock -name clk0 -period $clk_period

set non_clock_inputs [all_inputs -no_clocks]
set_input_delay [expr $clk_period * $clk_io_pct] -clock clk0 $non_clock_inputs
set_output_delay [expr $clk_period * $clk_io_pct] -clock clk0 [all_outputs]
--- flow/design.v ---
`timescale 1ns / 1ps
module CLA (
    input [3:0] A,B, 
    input Cin, 
    output [3:0]Sum,  
    output Cout
);
    wire [3:0] G,P; 
    wire [3:0] C;
    assign G=A&B;        
    assign P=A^B;
    assign C[0]=Cin;
    assign C[1]=G[0] | (P[0]&C[0]);
    assign C[2]=G[1] | (P[1]&G[0]) | (P[1]&P[0]&C[0]);
    assign C[3]=G[2] | (P[2]&G[1]) | (P[2]&P[1]&G[0]) | 
                         (P[2]&P[1] &P[0]&C[0]);
    assign Cout = G[3] | (P[3]&C[3]);
    assign Sum = P^C;
endmodule
--- flow/run.sh ---
#!/bin/bash
# OpenROAD 26Q1-2900-gdf79404cd8, Yosys 0.63+post, stock flow scripts
make -C /OpenROAD-flow-scripts/flow DESIGN_CONFIG=/design/flow/config.mk WORK_HOME=/design/flow/orfs finish
==> impl_metrics.tcl <==
# place-and-route summary
set metrics [dict create \
    antenna_cells 0 \
    core_um2 3420 \
    drv_slew 0 \
    netlist_area_um2 155 \
    ant_nets 0 \
    fin_util_pct 12.4 \
    area_delta_synth_final_pct 173 \
    ys_chip_area_um2 155 \
    grt_usage_pct 1.99 \
    cp_max_fo 2 \
    grt.overflow.total 0 \
    power_frac_comb_pct 100.0 \
    seq_area_um2 0 \
    grt_pass1_wl_um 1050 \
    fmax_ghz 0.344 \
    final-hold-violation-count 0 \
    die_w_um 80 \
    p_int_uw 48.7 \
    p_total_uw 70.9 \
    hpwlAfterDp_um 523 \
    hold_depth 5 \
    grt_max_degree 3 \
    synth.yosys.warnings 0 \
    wl_um 610 \
    clock_power_share_pct 0 \
    ys_top_cells_by_count "inv_1, ha_1, fa_1, xnor2_1" \
    rsz0062_at_grt "false" \
    top_area_cell "fa_1" \
    p_sw_uw 22.2 \
    antenna_found_initial 0 \
    holdPathEnd "Sum[2]" \
    initialDrtViolationCount 0 \
    hold_class "primary input to output port" \
    drive_gt1_share_pct 37.5 \
    slew-limit-headroom_pct 91.2 \
    dr.pass1.iters 1 \
    port_buffers 14 \
    viasPerCell 2.07 \
    die_h_um 80 \
    rows 21 \
    critical_path_class "primary input to output port" \
    cp.required_ns 2.40 \
    core_util_floorplan_pct 4.54 \
    syn-instance-count 19 \
    postSynthAreaPerCell_um2 8.17 \
    critPathCaptureType "output port" \
    ios 14 \
    grt_pass1_vias 213 \
    seq_area_frac_synth_pct 0 \
    wl_per_cell_um 7.09 \
    cts-hold-fix-buffers 0 \
    area_leaders "fa_1, ha_1, inv_1, xnor2_1, o21ba_2" \
    n_fill_cell 404 \
    worstPathArrival_ns 2.30 \
    p_leak_nw 0.211 \
    cap_violations 0 \
    synth.most_common_cell "inv_1" \
    die_area_um2 6400 \
    dr_total_vias 178 \
    n_clock_buffer 0 \
    worstMarginPinSlew_ns 0.131 \
    ir_drop_mv 0.0266 \
    drc 0 \
    power_density_nw_per_um2 168 \
    report.final.setup_viol 0 \
    start_kind "primary input" \
    ys_types 7 \
    finalCriticalPeriod_ns 2.90 \
    min-delay-start "A[2]" \
    ys_cells 19 \
    warnings 32 \
    switching_share_pct 31.3 \
    synth_top_area_share_pct 25.8 \
    flops 0 \
    outcome "finished clean" \
    seq_power_share_pct 0 \
    fin_crit_sh_pct 96.8 \
    gp_congestion 0.709 \
]
[final cells by class]
class | count | area [um^2] | area share (%)
repair buffers | 21 | 176 | 41.7
well taps | 46 | 57.6 | 13.6
multi-input cells | 10 | 155 | 36.7
inverters | 9 | 33.8 | 7.99
[what timing repair did]
action	in CTS	in global routing
resized	15	4
setup buffers	5	0
endpoints found under the setup margin	3	1
pin swaps	7	2
[kinds of logic after synthesis]
logic type | after synthesis | share of synthesized area (%)
buf+inv | 9 | 21.8
fa+ha+maj | 5 | 50.0
compound gates | 3 | 16.9
xor+xnor | 2 | 11.3
[placed cells by master (no fill, tap or decap)]
cell             synthesis  routed
a21o_1                   1       1
a21oi_2                  1       1
buf_4                    0       7
clkbuf_2                 0       2
clkdlybuf4s50_1          0       4
dlygate4sd2_1            0       7
dlymetal6s2s_1           0       1
fa_1                     2       1
fa_2                     0       1
ha_1                     3       1
ha_4                     0       2
inv_1                    9       8
inv_2                    0       1
o21ba_4                  0       1
xnor2_1                  2       2
[per-layer routing]
layer | wire [um] | GRT usage, % | vias up | share of wire, %
met5 | 0 | 0 | - | 0
met1 | 276 | 2.66 | 74 | 45
met4 | 0 | 0 | 0 | 0
li1 | - | - | 96 | -
met2 | 276 | 3.29 | 8 | 45
met3 | 57 | 0.568 | 0 | 9.3
[worst max path at each step]
| stage | startpoint | endpoint | slack (ns) | depth (start not counted) |
|---|---|---|---|---|
| after CTS | A[0] | Sum[3] | 0.03 | 9 |
| final | A[1] | Sum[3] | 0.1 | 8 |
| after global routing | A[1] | Sum[3] | 0.04 | 8 |
[worst max-delay path, stage by stage]
cell and delay (ns):
dlygate4sd2_1 0.26, ha_4 0.27, a21oi_2 0.06, buf_4 0.13, o21ba_4 0.21, fa_2 0.52
inv_1 0.03, dlygate4sd2_1 0.23
[power by group through the flow]
| stage | Combinational, mW | Clock [mW] | Sequential, mW |
|---|---|---|---|
| CTS | 0.0723 | 0 | 0 |
| global route | 0.0803 | 0 | 0 |
| finish | 0.0709 | 0 | 0 |
[metrics by stage]
step | hold WS [ns] | setup slack, ns | setup TNS, ns | area (um^2) | cells
2_1_floorplan | 1.38 | 0.629 | 0 | 155 | 19
3_3_place_gp | 2.27 | -0.361 | -0.583 | 368 | 81
3_5_place_dp | 2.28 | -0.371 | -0.605 | 368 | 81
4_1_cts | 1.97 | 0.0342 | 0 | 418 | 86
5_1_grt | 1.90 | 0.0364 | 0 | 423 | 86
6_report | 1.85 | 0.0962 | 0 | 423 | 86
